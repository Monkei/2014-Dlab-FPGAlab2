==> design/flow/design.v <==
module fpga1(sw, rot_A, rot_B, rot_dwn, BTN0, BTN1, BTN2, reset, clk, LED);   
input [3:0] sw;      
input rot_A, rot_B, rot_dwn, BTN0, BTN1, BTN2, reset, clk;
output reg [7:0] LED;
reg rot_btn, btn00, btn11,btn22, deb_B, deb_A, deb_AA, deb_BB;
reg[7:0]toggle_cnt, bounce_count;
wire [1:0]knob_status;
reg [23:0] cnt24  ;        
reg rr_set, rl_set,rr_continue,rl_continue;
always@(posedge reset or posedge clk)
	if(reset)			cnt24 = 24'h000000;
	else if(cnt24 < 24'ha00000)	cnt24 = cnt24 + 1;
	else                   		cnt24 = 24'h000000;
assign slowclk = (cnt24 == 24'ha00000)?  1'b1 : 1'b0;  
always@(posedge reset or posedge clk)
	if(reset)begin 
		deb_A = 1'b1;
		deb_B = 1'b1;
	end else if(rot_A && rot_B)begin 
		deb_A = 1'b1;
		deb_B = deb_B;
	end else if(~rot_A && ~rot_B)begin 
		deb_A = 1'b0;
		deb_B = deb_B;
	end else if(~rot_A && rot_B)begin 
		deb_A = deb_A;
		deb_B = 1'b1;
	end else if(rot_A &&~ rot_B)begin 
		deb_A = deb_A;
		deb_B = 1'b0;
	end
always@(posedge reset or posedge clk)
	if(reset)begin
		deb_AA = 1'b1;
		bounce_count = 8'b00000000;
	end else if(bounce_count<8'b11111111) 
		bounce_count = bounce_count + 8'b00000001;
	else begin
		deb_AA = deb_A;     
		bounce_count = 8'b00000000;
	end
always@(posedge reset or posedge clk)
	if(reset)begin
		deb_BB = 1'b1;
		bounce_count = 8'b00000000;
	end else if(bounce_count<8'b11111111) 
		bounce_count = bounce_count +8'b00000001;
	else begin
		deb_BB = deb_B;     
		bounce_count = 8'b00000000;
	end
always@(posedge reset or posedge clk)
	if(reset)
		{btn00, btn11, btn22} = 3'b000;
	else if(sw==4'h0 || sw==4'b0111)
		if(BTN0)		{btn00, btn11, btn22} = 3'b100;
      		else if(BTN1)		{btn00, btn11, btn22} = 3'b010;
      		else if(BTN2) 		{btn00, btn11, btn22} = 3'b001;
	   	else if(rot_btn)	{btn00, btn11, btn22} = 3'b000;
	   	else			{btn00, btn11, btn22} = {btn00, btn11, btn22};
   	else         
   		{btn00, btn11, btn22} = 3'b000;
always@(posedge reset or posedge clk)
	if(reset)		
		rot_btn= 1'b0;
	else if(sw==4'h0)
		if(rot_dwn)                          rot_btn= 1'b1;
		else if(btn00 || btn11 || btn22)     rot_btn= 1'b0;
		else                                 rot_btn= rot_btn;
	else			
		rot_btn= 1'b0;
assign   knob_status[1]= deb_A & ~deb_AA;
assign   knob_status[0]= deb_B & ~deb_BB; 
always@(posedge reset or negedge clk)        
	if(reset) begin
		LED= 8'h00;
                rr_set= 1'b0;
                rl_set= 1'b0;
	        rr_continue=1'b0;
		rl_continue=1'b0;
        end else 
 		case(sw[3:0])
 			4'b0011:   LED = {4'b0000, deb_A, deb_B, rot_A, rot_B};
 			4'b0111:   LED = {6'b000000, knob_status[1], knob_status[0]};
 			4'b0000:
			       case({rot_btn, btn00, btn11, btn22})
				       4'b0100:	LED = 8'h0F;
				       4'b0010:	LED = 8'hF0;
				       4'b0001: if(slowclk)     LED = ~LED;
				                else		LED = LED;
				       4'b1000:         	LED = 8'hC3; 
				       default:                 LED = LED;
			       endcase
 			4'b0100:
       				if(LED!=8'h0F && LED!=8'hF0)	LED = 8'h0F; 
       				else if(slowclk)		LED = ~LED;
       				else           			LED = LED;
 			4'b1000:
			       if(LED!=8'h55 && LED!=8'haa)	LED = 8'h55; 
			       else if(slowclk)  		LED = ~LED;
			       else           			LED = LED;
			4'b0001: 
				if({knob_status[1], deb_B} == 2'b11)begin
                			if(rr_continue)begin  
                				rr_continue = 1'b0;
                         			LED = 8'h11;       
                  			end 
                  			if(~rl_set)begin
                         			rl_continue=1'b1;
                         			rl_set= 1'b1; 
                    				if(LED==8'h01 || LED==8'h02 || LED==8'h04 || LED==8'h08 ||
                          			   LED==8'h10 || LED==8'h20 || LED==8'h40 || LED==8'h80)
                          				LED= {LED[6:0], LED[7]};
                    				else
                    					LED = 8'h01; 
                  			end else begin  
                				rl_continue = rl_continue;
                          			rl_set = rl_set;
                          			LED = LED;
                     			end
             			end else if({knob_status[0], deb_A} == 2'b11)begin                
                			if(rl_continue)begin  
                				rl_continue = 1'b0;
                         			LED = 8'h11;     
                  			end if(~rr_set)begin
			                         rr_continue = 1'b1;
			                         rr_set = 1'b1; 
				                 if(LED==8'h01 || LED==8'h02 || LED==8'h04 || LED==8'h08 ||
				                    LED==8'h10 || LED==8'h20 || LED==8'h40 || LED==8'h80)
                          				LED= {LED[0], LED[7:1]};
                   				else    
                   					LED= 8'h80; 
                  			end else begin  
	        				rr_continue= rr_continue;
	                          		rr_set= rr_set;
	                          		LED= LED;
                     			end
	              		end else begin     
	              			rr_set = 1'b0;
	                       		rl_set = 1'b0;
	                       		LED = LED;
             			end
 			4'b0010:  
				if({knob_status[1], deb_B} == 2'b11)begin
               				if(rr_continue)begin  
               					rr_continue = 1'b0;
                         			LED = LED;
                  			end                
               				if(~rl_set)begin
                         			rl_continue = 1'b1;
					     	rl_set = 1'b1; 
                  				if(LED==8'h01 || LED==8'h02 || LED==8'h04 || LED==8'h08 ||
                     				   LED==8'h10 || LED==8'h20 || LED==8'h40 || LED==8'h80)
                         				LED= {LED[6:0], LED[7]};
                  				else    
                  					LED= 8'h01; 
                 			end else begin   
                 				rl_continue = rl_continue;
					        rl_set = rl_set;
                               			LED = LED;
                    			end
              			end else if({knob_status[0], deb_A} == 2'b11)begin
                			if(rl_continue) begin       
                				rl_continue = 1'b0;
                              			LED= LED;
                  			end              
                			if(~rr_set)begin
                              			rr_continue = 1'b1;
						rr_set = 1'b1; 
				                if(LED==8'h01 || LED==8'h02 || LED==8'h04 || LED==8'h08 ||
				                   LED==8'h10 || LED==8'h20 || LED==8'h40 || LED==8'h80)
                              				LED= {LED[0], LED[7:1]};
                   				else	LED= 8'h80; 
                			end else begin     
                				rr_continue = rr_continue;
					        rr_set = rr_set;
                             			LED = LED;
                     			end
              			end else begin     
              				rr_set = 1'b0;
                        		rl_set = 1'b0;
                        		LED = LED;
              			end
 			default:   
 				if(toggle_cnt<=8'h08)	LED = 8'h00;
             			else               	LED = 8'hFF;
             	endcase
always@(posedge reset or negedge clk)	 
	if(reset)				toggle_cnt = 8'h00;
	else if(slowclk && toggle_cnt<8'h11)	toggle_cnt = toggle_cnt + 8'h01;
	else if(slowclk)          		toggle_cnt = 8'h00;
	else					toggle_cnt = toggle_cnt;
endmodule
==> design/flow/run.sh <==
#!/bin/bash
# OpenROAD 26Q1-2900-gdf79404cd8, Yosys 0.63+post, stock flow scripts
make -C /OpenROAD-flow-scripts/flow DESIGN_CONFIG=/design/flow/config.mk WORK_HOME=/design/flow/orfs finish
==> design/flow/config.mk <==
export PLATFORM = sky130hd
export DESIGN_NAME = fpga1
export DESIGN_NICKNAME = fpga1
export VERILOG_FILES = /design/flow/design.v
export SDC_FILE = /design/flow/constraint.sdc
export NUM_CORES = 4
export LEC_CHECK = 1
export CORE_UTILIZATION = 40
==> design/flow/constraint.sdc <==
current_design fpga1

set clk_period 3.8
set clk_io_pct 0.2

create_clock -name clk0 -period $clk_period [get_ports {clk}]

set non_clock_inputs [all_inputs -no_clocks]
set_input_delay [expr $clk_period * $clk_io_pct] -clock clk0 $non_clock_inputs
set_output_delay [expr $clk_period * $clk_io_pct] -clock clk0 [all_outputs]
==> impl_metrics.tcl <==
# metrics dict for downstream scripts
set metrics [dict create \
    outcome "finished, violations left" \
    insertion_delay_ns 0.34 \
    drive_gt1_share_pct 27.8 \
    synthCells 482 \
    track_usage_pct 22.5 \
    yosys_cells 482 \
    initial_core_util_pct 41.5 \
    ant_nets 0 \
    maxSlewHeadroom_pct 48.5 \
    tightest_slew_ns 0.772 \
    fp-row-count 36 \
    peakVddDrop_v 0.000228 \
    grt_start_max_net_pins 24 \
    yosys-stat-area_um2 4050 \
    fin_setup_tns_ns -1.24 \
    netlist_area_um2 4050 \
    wirelength_um 10700 \
    hpwl_um 7820 \
    powerDensity_nw_per_um2 311 \
    edf_count 0 \
    rrSetupSlack_ns -0.22 \
    cts_tree "done" \
    setup_violations 8 \
    ys_ff 60 \
    critPathKind "in -> reg" \
    dp.cells 695 \
    holdCritPathClass "reg -> reg" \
    core-area_um2 9770 \
    ios 20 \
    cts_root_buffer "clkbuf_8" \
    gp_congestion 0.932 \
    grt_pass1_vias 3615 \
    cp-end-kind "flip-flop" \
    die_area_um2 10500 \
    p_leak_uw 0.00239 \
    ys_seq_share_pct 37.2 \
    cp_data_required_time_ns 2.07 \
    drc 0 \
    port_buffers 19 \
    die_y_um 103 \
    start_kind "input pin" \
    cp_max_fo 10 \
    async_reset_ff_share_pct 100 \
    clkTransAtPathRegs_ns 0.05 \
    insertedDiodeCount 0 \
    violations "setup timing" \
    htree_levels 3 \
    crit_arrival_ns 2.29 \
    clock_skew_ns 0.0144 \
    area_growth_pct 33.7 \
    wl_per_cell_um 14.9 \
    synth_warnings 10 \
    cp_cell_sequence "buf_2, or4b_4, nor2_2, a22o_1, or4_4, o32a_1" \
    antenna_found_initial 0 \
    cap_violations 0 \
    cp_slowest_cell "or4_4" \
    first_iter_violations 183 \
    ys_types 69 \
    vias 3921 \
    dieWidth_um 103 \
    synth_area_per_cell_um2 8.41 \
    crit_path_max_incr_delay_ns 0.56 \
    rsz0062_at_grt "yes" \
    cts_buffers 9 \
    hold_violations 0 \
    worst_slack_ns -0.222 \
    maxSlewViolCount 0 \
    grt-ovfl-total 0 \
    flop_cell "dfrtp_1" \
    grt_pass1_wl_um 17900 \
    drtPass1Iterations 4 \
    clockBufferDepth 2 \
    warning_count 32 \
    viasPerCell 5.45 \
    final_cells 720 \
    cts_num_sinks 60 \
]
## area by class of cell
class	count	area, um2
Inverter	14	56.3
Clock buffer	10	138
Clock inverter	6	63.8
Sequential cell	60	1510
Fill cell	875	4360
Tap cell	133	166
Multi-Input combinational cell	377	2520
Timing Repair Buffer	120	961
## state kept, by name, indices dropped and copies added, names as in the netlist
name / count
btn22: 1
deb_B: 1
bounce_count: 8
rl_continue: 1
deb_BB: 1
rr_set: 1
toggle_cnt: 8
rr_continue: 1
deb_A: 1
LED: 8
rot_btn: 1
deb_AA: 1
rl_set: 1
cnt24: 24
btn11: 1
btn00: 1
## power breakdown
part	leakage [uW]	internal, uW	switching [uW]
clock network	0.0000999	319	261
logic	0.00150	170	213
registers	0.000789	669	52.4
## logic make-up (layout without fill, tap and decap cells)
family          Yosys count  count (layout)  share of synthesized area, %
compound gates          101             101                          17.0
simple gates            225             225                          29.4
xor+xnor                 36              36                          7.78
mux                       7               7                          1.85
buf+inv                  45             150                          4.32
flops                    60              60                          37.2
fa+ha+maj                 8               8                          2.47
## critical path: cells and delay by family
family          cells  cell delay, ns
compound gates      2            0.55
buf+inv             1            0.15
simple gates        3            0.82
## repair_timing
| action | CTS | global route |
|---|---|---|
| resized | 48 | 21 |
| setup buffers | 8 | 1 |
| hold buffers | 0 | 0 |
| pin swaps | 14 | 7 |
| setup endpoints to repair | 24 | 16 |
## synthesized netlist by cell type (8+ instances only)
cell type	instances	area (um2)
a21oi_1	19	95.1
and3_1	10	62.6
clkbuf_1	25	93.8
dfrtn_1	20	500
dfrtp_1	36	901
ha_1	8	100
inv_1	14	52.6
nand2_1	37	139
nand3_1	27	135
nand4_1	10	62.6
nor2_1	65	244
nor3_1	15	75.1
nor4_1	13	81.3
o21ai_0	30	150
xnor2_1	12	105
xor2_1	24	210
## placed cells by master (no fill, tap or decap), types with 7 or more instances in the layout
| cell | n |
|---|---|
| nor4_1 | 10 |
| clkdlybuf4s50_1 | 7 |
| o21ai_0 | 23 |
| inv_1 | 13 |
| ha_1 | 8 |
| nor2_1 | 61 |
| nor3_1 | 13 |
| and3_1 | 10 |
| dfrtn_1 | 20 |
| buf_4 | 92 |
| nand2_1 | 37 |
| a21oi_1 | 18 |
| nor2b_1 | 7 |
| dfrtp_1 | 34 |
| clkbuf_8 | 10 |
| xor2_1 | 24 |
| dlygate4sd2_1 | 8 |
| buf_6 | 8 |
| nand4_1 | 10 |
| xnor2_1 | 12 |
| nand3_1 | 27 |
## through the flow
step	total power [uW]	hold WS (ns)	utilization [%]	area (um2)	setup slack [ns]
finish	1680	0.453	55.4	5420	-0.222
global route	1760	0.471	55.4	5420	-0.285
CTS	1690	0.461	54.6	5330	-0.223
detailed placement	1090	0.452	51.3	5010	-1.13
global placement	1090	0.449	51.3	5010	-1.07
floorplan	940	0.430	-	4110	-0.502
## routing by layer
metal / routed length [um] / global-route usage [%] / vias up
met4: 123 / 3.08 / 0
met3: 503 / 3.10 / 12
li1: - / - / 1954
met2: 4610 / 32.7 / 101
met5: 0 / 0 / -
met1: 5490 / 37.6 / 1854
## final timing paths
kind,startpoint,depth (start not counted),end
hold / removal,toggle_cnt[6],1,toggle_cnt[6]
min in group asynchronous,reset,3,cnt24[14]
max in group asynchronous,reset,3,LED[7]
setup / recovery,sw[1],6,LED[2]
setup reg to reg,btn11,5,LED[2]
hold reg to reg,toggle_cnt[6],1,toggle_cnt[6]
No activity file was given, so power comes from the tool's default toggle rates.
